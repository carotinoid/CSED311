**flow/run.sh**
```bash
#!/bin/bash
# OpenROAD 26Q1-2900-gdf79404cd8, Yosys 0.63+post, stock flow scripts
make -C /OpenROAD-flow-scripts/flow DESIGN_CONFIG=/design/flow/config.mk WORK_HOME=/design/flow/orfs finish
```
**flow/config.mk**
```make
export PLATFORM = sky130hd
export DESIGN_NAME = BranchPredictUnit
export DESIGN_NICKNAME = BranchPredictUnit
export VERILOG_FILES = /design/flow/design.v
export SDC_FILE = /design/flow/constraint.sdc
export NUM_CORES = 4
export LEC_CHECK = 1
export CORE_UTILIZATION = 30
```
**flow/constraint.sdc**
```tcl
current_design BranchPredictUnit

set clk_period 27.5
set clk_io_pct 0.2

create_clock -name clk0 -period $clk_period [get_ports {clk}]

set non_clock_inputs [all_inputs -no_clocks]
set_input_delay [expr $clk_period * $clk_io_pct] -clock clk0 $non_clock_inputs
set_output_delay [expr $clk_period * $clk_io_pct] -clock clk0 [all_outputs]
```
**flow/design.v**
```verilog
module BranchPredictUnit(
    input [31:0] current_pc,
    output[31:0] predict_pc,
    input        clk,
    input        reset,
    input        update,
    input [31:0] faux_pas_pc,
    input        actual_behavior
);
wire [24:0] tag = current_pc[31:7];
wire [4:0] index = current_pc[6:2];
reg [24:0] tag_table[0:31];
reg [31:0] BTB[0:31];
reg [4:0] BHSR;
reg [1:0] PHT[0:31];
wire [24:0] upd_tag = faux_pas_pc[31:7];
wire [4:0] upd_index = faux_pas_pc[6:2];
always @(posedge clk) begin
    if (reset) begin
        BHSR <= 5'b0;
        for (integer i = 0; i < 32; i = i + 1) begin
            tag_table[i] <= 25'b0;
            BTB[i] <= 32'b0;
            PHT[i] <= 2'b00;
        end
    end
    else if(update) begin
        BHSR <= {BHSR[3:0], actual_behavior};
        tag_table[upd_index] <= upd_tag;
        BTB[upd_index] <= faux_pas_pc;
        if (actual_behavior) begin
            if (PHT[upd_index ^ BHSR] < 2'b11) begin
                PHT[upd_index ^ BHSR] <= PHT[upd_index ^ BHSR] + 1;
            end
        end 
        else begin
            if (PHT[upd_index ^ BHSR] > 2'b00) begin
                PHT[upd_index ^ BHSR] <= PHT[upd_index ^ BHSR] - 1;
            end
        end
    end
end
assign predict_pc = (tag == tag_table[index]) && (PHT[index ^ BHSR] > 2'b01) ? BTB[index] : current_pc + 4;
endmodule
```
==> CHANGELOG.md <==
### Changed

- Final WL: 158000 um
- Clk buf depth: 3
- Crit path max fanout: 32
- Post-DP Area: 0.0546 sq mm
- Antenna viol nets, final: 0
- Max Fclk: 53.6 MHz
- Max-cap violations: 0
- Synth Flop Type: edfxtp_1
- Outcome: complete, no violations
- Clk slew on worst S/H paths: 0.06 ns
- Final count of pins violating max slew: 0
- Vias/cell: 4.98
- Cts repair resizes: 0
- Largest cells by area after synthesis: edfxtp_1 (64%), mux4_2 (11%), and2_1 (11%)
- PD cells: 64.9 mW/mm^2
- Yosys cell types: 65
- CTS Buf Count: 110
- WHS Endpoint: BHSR[3]
- Fraction of layout cells with a size suffix above 1: 18.1%
- YS chip area: 0.0507 sq mm
- Synthesized area: 0.0507 sq mm
- RR Startpoint: BHSR[0]
- Floorplan core density: 30.3%
- Fin crit period: 18.66 ns
- Die y size: 413 um
- Min-Delay Startpoint: BHSR[3]
- Core Footprint: 0.167 sq mm
- Global-route wire length before repair: 224000 um
- Post-layout utilization of the core: 34.7%
- Initial drt markers: 1881
- Async SR Flop Fraction: 0%
- RSZ-0062 raised after global routing: no
- Register share after synthesis: 64.7%
- Total Neg Setup Slack: 0 ns
- Post-synth EDFFs: 1088
- Hold crit path type: reg -> reg
- Io pins: 100
- Area Growth Syn to Fin: 14.6%
- Most numerous logic cells after layout: edfxtp_1 (1088), and2_1 (870), mux4_2 (253)
- Residual DRC: 0
- Critical Path RT: 22.00 ns
- Switching power: 0.000900 W
- Comb gate area: 0.0170 sq mm
- RR Endpoint: PHT[24][1]
- Most used logic cell in the final layout: edfxtp_1
- Htree depth: 3
- Worst Clk Skew: 0.0177 ns
- Post-route cell area: 0.0581 sq mm
- Setup Crit Path Kind: in -> out
- Chip Area: 0.171 sq mm
- Int Power: 0.00287 W
- Sequential power share: 51.6%
- Critical Path Source Type: primary input
- Latency at later pin: 0.71 ns
- Clock root cell: clkbuf_16
- DR vias: 28.7k
- Fill count: 15.7k
- Comb power frac: 9.4%
- Hold Buf Count CTS: 0
- Arr. time, crit path: 13.16 ns
- Largest net degree at the start of global routing: 86
- Avg Cell Area, Syn: 15.2 sq um
- Worst setup EP type: output pin
- Net Sw Frac: 23.9%
- Total track usage: 19.8%
- Initial DRT Pass Iterations: 5
- Mapped Cells: 3344
- Dominant cell area share: 64.5%
- VDD IR max: 54.2 uV
- Post-synth top area cell: edfxtp_1
- YS warnings: 1
- Vias in the first global route: 30.4k
- # setup viols final: 0
- Final Hold Fails: 0
- Reg2Reg Depth: 11
- Setup Buffers After CTS: 0
- Row count: 150
- Period utilization: 67.9%
- Worst slew pin tran: 1.23 ns
- Hold Crit Depth: 2
- P_leak: 19.8 nW
- Port bufs: 99
- Part of the power in the clock network: 39.0%
- # Cells Yosys: 3344
- R2r setup slk: 23.41 ns
- Total gr overflow: 0
- Relative slew margins: 17.1%
- Clk sinks: 1093
- FF/Latch Area: 0.0328 sq mm
- Die X: 413 um
- GPL Wtd Cong: 0.975
- Drt wl/cell: 27.4 um
- Final HPWL from detailed placement: 96000 um
- Initial antenna violation count: 9
- CTS tree: built
- Synth Register Bits: 1093
- Log Warnings: 26
-- power by group through the flow --
stage	logic, W	clock network (W)	registers [W]
finish	0.000355	0.00147	0.00195
global route	0.000376	0.00155	0.00195
CTS	0.000355	0.00149	0.00195
-- layer usage --
layer | vias up | track usage, % | share of wire (%)
met5 | - | 0.283 | 0.060
met4 | 6 | 6.17 | 3.9
met3 | 286 | 14.5 | 17
met2 | 1806 | 28.7 | 45
met1 | 14100 | 23.3 | 34
li1 | 12500 | - | -
-- critical path: stages --
cell	delay, ns
buf_2	0.36
buf_4	0.40
clkinv_2	0.07
buf_4	0.64
buf_4	0.63
nor2_1	0.43
a22o_1	0.40
nor4_2	0.95
xnor2_1	0.28
a2111oi_0	1.01
nand4_1	0.41
nor2_4	0.44
buf_4	0.64
mux2i_1	0.39
clkdlybuf4s50_1	0.55
-- final cells by class --
cell class / instances / area share [%]
flip-flops and latches: 1093 / 56.4
multi-input cells: 2012 / 29.2
clock buffers: 141 / 5.12
well taps: 2204 / 4.75
repair buffers: 242 / 3.58
clock inverters: 62 / 0.881
inverters: 6 / 0.0409
diodes: 2 / 0.00862
-- how the worst max path moves through the flow --
stage	startpoint	endpoint	slack, ns	cells after the start
final	current_pc[5]	predict_pc[25]	8.84	15
after global routing	current_pc[5]	predict_pc[7]	8.51	16
after CTS	current_pc[3]	predict_pc[28]	9.13	15
-- metrics by stage --
step | total power (W) | hold slack [ns] | setup slack, ns | instances
2_1_floorplan | 0.00217 | 0.647 | 13.65 | 3423
3_3_place_gp | 0.00233 | 0.590 | 9.05 | 5556
3_5_place_dp | 0.00233 | 0.591 | 9.15 | 5557
4_1_cts | 0.00379 | 0.602 | 9.13 | 5760
5_1_grt | 0.00388 | 0.633 | 8.51 | 5760
6_report | 0.00377 | 0.600 | 8.84 | 5762
-- Yosys cell counts, drive strengths merged (5+ instances only) --
cell type / instances
mux2i: 144
nand2: 72
o211ai: 5
clkbuf: 232
and2: 870
nor4: 8
a22oi: 42
o22ai: 6
a21oi: 18
nand3: 34
nor2: 178
xnor2: 40
o21bai: 32
a2111oi: 5
a22o: 7
inv: 5
or2: 34
a221oi: 20
o21ai: 25
mux2: 14
buf: 80
nand2b: 7
dfxtp: 5
nor3: 17
xor2: 30
mux4: 253
nor2b: 9
edfxtp: 1088
nand4: 11
and3: 11
-- cells by family (layout without fill, tap and decap cells) --
| family | count (synthesis) | after routing | synth area share (%) |
|---|---|---|---|
| DFF | 1093 | 1093 | 64.7 |
| other | 1 | 82 | 0.00740 |
| AOI/OAI and AO/OA | 185 | 185 | 2.66 |
| muxes | 411 | 411 | 14.4 |
| and+or+nand+nor | 1265 | 1265 | 14.4 |
| xor gates and xnor gates | 70 | 70 | 1.21 |
| buffers and inverters | 318 | 451 | 2.69 |
| adders and majority gates | 1 | 1 | 0.0247 |
-- flip-flops by register name (all words and copies together) (netlist names) --
| signal | cells |
|---|---|
| BHSR | 5 |
| tag_table | 32 |
| BTB | 992 |
| PHT | 64 |
Power is estimated from default activity; no workload was simulated.
