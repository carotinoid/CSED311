--- ./run.sh ---
#!/bin/bash
# OpenROAD 26Q1-2900-gdf79404cd8, Yosys 0.63+post, stock flow scripts
make -C /OpenROAD-flow-scripts/flow DESIGN_CONFIG=/design/flow/config.mk WORK_HOME=/design/flow/orfs finish
--- ./config.mk ---
export PLATFORM = sky130hd
export DESIGN_NAME = ALU
export DESIGN_NICKNAME = ALU
export VERILOG_FILES = /design/flow/design.v
export SDC_FILE = /design/flow/constraint.sdc
export NUM_CORES = 4
export LEC_CHECK = 1
export CORE_UTILIZATION = 40
--- ./constraint.sdc ---
current_design ALU

set clk_period 15.3
set clk_io_pct 0.2

create_clock -name clk0 -period $clk_period

set non_clock_inputs [all_inputs -no_clocks]
set_input_delay [expr $clk_period * $clk_io_pct] -clock clk0 $non_clock_inputs
set_output_delay [expr $clk_period * $clk_io_pct] -clock clk0 [all_outputs]
--- ./design.v ---
module ALU (input [7:0] alu_op,
            input [31:0] alu_in_1,
            input [31:0] alu_in_2,
            output reg [31:0] alu_result,
            output alu_bcond);
always @(*) begin
    alu_bcond = 0;
    alu_result = 0;
    case(alu_op) 
        8'b00000000 : alu_result = alu_in_1 + alu_in_2;
        8'b00000001 : alu_result = alu_in_1 - alu_in_2;
        8'b00000010 : alu_result = alu_in_1 << alu_in_2;
        8'b00000011 : alu_result = alu_in_1 ^ alu_in_2;
        8'b00000100 : alu_result = alu_in_1 | alu_in_2;
        8'b00000101 : alu_result = alu_in_1 & alu_in_2;
        8'b00000110 : alu_result = alu_in_1 >> alu_in_2;
        8'b00000111 : alu_result = alu_in_1 >>> alu_in_2;
        8'b00001000 : if(alu_in_1 == alu_in_2) alu_bcond = 1;
        8'b00001001 : if(alu_in_1 != alu_in_2) alu_bcond = 1;
        8'b00001010 : if(alu_in_1 < alu_in_2) alu_bcond = 1;
        8'b00001011 : if(alu_in_1 >= alu_in_2) alu_bcond = 1;
        default: alu_result = 0;
    endcase
end
endmodule
==> Slide: Implementation Results <==
Flow Results at a Glance

Timing
  • Fmax: 90.2 MHz
  • Number of setup violations in the final report: 0
  • Tmin final: 11.08 ns
  • Worst slew slack as a fraction of its limit: 0.418
  • TNS Setup: 0 ns
  • Slew @ Worst Pin: 0.851 ns
  • Share of the clock period used by the worst path: 0.724
  • Fin. Hold Viols: 0
  • RSZ-0062 raised after global routing: no
  • Number of slew-limit violations in the final report: 0

Place
  • Routability congestion estimate from global placement: 1.04
  • Input/output buffers: 105
  • DP Wirelength: between 30 and 40 mm

Synthesis
  • Yosys Instances: 1,383
  • Proportion of synthesized chip area in sequential cells: 0
  • Area reported by Yosys stat: 8990 um^2
  • Synthesized instance count: 1,383
  • Count of unique library cells instantiated by Yosys: 82
  • Yosys synthesis warning count: 6
  • Avg Cell Area, Syn: roughly 6.5 um^2
  • Area of the mapped netlist: around 9000 um^2

Floorplan
  • Starting utilization of the core area: 0.410
  • Std-Cell Core Area: 22,000 um^2
  • DIE HEIGHT: 152 um
  • Row count: 54
  • Io pins: 105
  • Die width: 152 um
  • Area enclosed by the die boundary: around 23,000 um^2

GRT
  • GRT Resource Usage Total: 0.400
  • Wire length of the first global-routing pass: 68.3 mm
  • Pin count of the biggest net entering global routing: around 67
  • Number of global-route vias before repair: between 10,000 and 15,000
  • Global-route congestion overflow total: 0
  • Initial antenna violation count: 1

Worst setup path
  • Data arrival, critical path: 8.02 ns
  • Crit-path slowest cell: sky130_fd_sc_hd__nor4_1
  • Worst-path cell chain: clkdlybuf4s50_1 > inv_1 > ha_1 > nor4_1 > o21ai_0 > o221ai_1 > a221o_1 > a31oi_2 > a211oi_1 > mux2_4 > nor3_2 > clkdlybuf4s50_1
  • Crit path max fanout: 15
  • Most used cell along the critical path: sky130_fd_sc_hd__clkdlybuf4s50_1
  • Critical path capture point type: primary output
  • Delay of the slowest cell on the worst path: 0.83 ns
  • Worst setup path category: primary input to primary output
  • Critical Path Start Type: primary input
  • Crit path DRT: 12.24 ns

Finish
  • Flop Count: 0
  • Share of layout cells above drive strength 1: 0.0675
  • Clkbuf count: 0
  • Area Growth Syn to Fin: 12.8%
  • Final Util: 0.462
  • Area occupied by registers: 0 um^2
  • Area used by multi-input combinational logic: 8140 um^2
  • Filler Cell Count: 2,304

Routing
  • Met1 WL: 20.7 mm
  • Routed length on met3: 5.47 mm
  • Routed vias/inst: around 6.8
  • Total number of vias: 11,500
  • Uppermost layer routed: met4
  • Post-Route WL: 46.4 mm
  • First-pass detailed-route iteration total: 22
  • N_diodes: 0
  • Antenna-violating nets left: 0
  • Number of DRC markers after the initial detailed-route iteration: 1,485
  • Met2 wirelength from detailed routing: 18.9 mm
  • WL/cell: 27.5 um
  • Count of unresolved DRC violations after routing: 0

Clock tree
  • Post-CTS setup buffer count: 0
  • Total of cells resized after clock tree synthesis: 0
  • Hold buffer count at cts: 0

Pwr
  • Max rail drop VDD: about 0.00002 V
  • Power density relative to cell area: 30.5 nW/um^2
  • Leakage power summed over all cells: between 4 and 5 nW
  • Tot Pwr: between 300 and 400 uW

Outcome
  • Outcome: finished clean

Hold path
  • Type of the worst min-delay path: primary input to primary output

Run
  • OpenROAD warning count: 109
  • Number of max-capacitance violations reported: 0
[worst paths after layout]
kind,start,end,slack [ns],cells after the start
worst max-delay path,alu_in_1[14],alu_bcond,4.22,12
worst min-delay path,alu_in_2[3],alu_result[3],7.26,6
[per-stage QoR]
| step | area (um^2) | hold WS, ns | worst slack, ns | cells |
|---|---|---|---|---|
| after global routing | 10100 | 7.29 | 4.04 | 1687 |
| final | 10100 | 7.26 | 4.22 | 1687 |
| after global placement | 10100 | 7.26 | 4.41 | 1687 |
| after detailed placement | 10100 | 7.26 | 4.42 | 1687 |
| after floorplan | 8990 | 6.21 | 5.36 | 1383 |
| after CTS | 10100 | 7.26 | 4.38 | 1687 |
[routing by layer]
layer	up-vias	GRT usage
li1	5187	-
met1	5426	0.616
met2	775	0.563
met3	67	0.0878
met4	0	0.103
met5	-	0
[cells in the mapped netlist, drive strengths merged (9+ instances only)]
library cell / n / share of area
nor2: 151 / 0.064
a21oi: 134 / 0.075
nand2: 130 / 0.054
o21ai: 116 / 0.065
ha: 109 / 0.15
inv: 103 / 0.043
clkbuf: 71 / 0.030
nor3: 50 / 0.028
mux2i: 41 / 0.046
buf: 40 / 0.021
a211oi: 33 / 0.029
o211ai: 31 / 0.026
mux4: 29 / 0.073
a31oi: 26 / 0.019
a22oi: 23 / 0.019
nor4: 23 / 0.016
nand3: 21 / 0.012
a21o: 17 / 0.014
a221oi: 14 / 0.014
mux2: 12 / 0.015
o21bai: 12 / 0.010
nand4: 11 / 0.0077
o22ai: 11 / 0.0077
o31ai: 11 / 0.0092
nand2b: 10 / 0.0070
nor2b: 10 / 0.0070
and3: 9 / 0.0063
o221ai: 9 / 0.0088
[power by group]
| group | leakage (nW) | internal (mW) | switching (mW) |
|---|---|---|---|
| logic | 4.14 | 0.118 | 0.192 |
| clock network | 0 | 0 | 0 |
| registers | 0 | 0 | 0 |
[cell usage in the layout, fill, tap and decap left out, types with 6 or more instances in the layout]
master	n
sky130_fd_sc_hd__a21oi_1	133
sky130_fd_sc_hd__buf_4	31
sky130_fd_sc_hd__inv_1	103
sky130_fd_sc_hd__nand2_1	130
sky130_fd_sc_hd__mux4_2	29
sky130_fd_sc_hd__xnor2_1	7
sky130_fd_sc_hd__a31oi_1	25
sky130_fd_sc_hd__or3_1	6
sky130_fd_sc_hd__o22ai_1	11
sky130_fd_sc_hd__and3_1	9
sky130_fd_sc_hd__mux2i_1	41
sky130_fd_sc_hd__o21a_1	8
sky130_fd_sc_hd__mux2_2	11
sky130_fd_sc_hd__nor4_1	23
sky130_fd_sc_hd__and2_1	6
sky130_fd_sc_hd__o31ai_1	11
sky130_fd_sc_hd__a211oi_1	31
sky130_fd_sc_hd__o221ai_1	9
sky130_fd_sc_hd__nand4_1	11
sky130_fd_sc_hd__nand2b_1	10
sky130_fd_sc_hd__ha_1	109
sky130_fd_sc_hd__o21ai_0	114
sky130_fd_sc_hd__a2111oi_0	7
sky130_fd_sc_hd__nand3_1	21
sky130_fd_sc_hd__a221oi_1	14
sky130_fd_sc_hd__o211ai_1	30
sky130_fd_sc_hd__a221o_1	8
sky130_fd_sc_hd__o21bai_1	12
sky130_fd_sc_hd__clkdlybuf4s50_1	101
sky130_fd_sc_hd__a211o_1	6
sky130_fd_sc_hd__a21o_1	17
sky130_fd_sc_hd__nor2_1	150
sky130_fd_sc_hd__nor2b_1	10
sky130_fd_sc_hd__a22oi_1	23
sky130_fd_sc_hd__nor3_1	48
sky130_fd_sc_hd__o211a_1	7
[worst max-delay path: cells and delay by family]
family | cells | cell delay, ns
AND/OR/NAND/NOR | 2 | 1.11
adder cells (fa/ha/maj) | 1 | 0.55
multiplexers | 1 | 0.34
AND-OR/OR-AND | 5 | 1.41
buffers and inverters | 3 | 1.53
[cell type report]
| class | instances | area share |
|---|---|---|
| multi-input combinational | 1167 | 0.803 |
| inverter | 105 | 0.0388 |
| timing repair buffer | 135 | 0.124 |
| tap | 280 | 0.0345 |
[cell families (layout without fill, tap and decap cells)]
| logic type | count (synthesis) | count (layout) | synth area share |
|---|---|---|---|
| buffers and inverters | 216 | 240 | 0.0950 |
| XOR/XNOR | 9 | 9 | 0.00877 |
| multiplexers | 82 | 82 | 0.134 |
| AND-OR/OR-AND | 521 | 521 | 0.381 |
| adder cells (fa/ha/maj) | 111 | 111 | 0.156 |
| AND/OR/NAND/NOR | 444 | 444 | 0.225 |
Power and IR drop assume default switching activity.
